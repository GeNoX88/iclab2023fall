`./run.sh`:
```
#!/bin/bash
# OpenROAD 26Q1-2900-gdf79404cd8, Yosys 0.63+post, stock flow scripts
make -C /OpenROAD-flow-scripts/flow DESIGN_CONFIG=/design/flow/config.mk WORK_HOME=/design/flow/orfs finish
```
`./config.mk`:
```
export PLATFORM = sky130hd
export DESIGN_NAME = BRIDGE
export DESIGN_NICKNAME = BRIDGE
export VERILOG_FILES = /design/flow/design.v
export SDC_FILE = /design/flow/constraint.sdc
export NUM_CORES = 4
export LEC_CHECK = 1
export CORE_UTILIZATION = 50
```
`./constraint.sdc`:
```
current_design BRIDGE

set clk_period 7.1
set clk_io_pct 0.2

create_clock -name clk0 -period $clk_period [get_ports {clk}]

set non_clock_inputs [all_inputs -no_clocks]
set_input_delay [expr $clk_period * $clk_io_pct] -clock clk0 $non_clock_inputs
set_output_delay [expr $clk_period * $clk_io_pct] -clock clk0 [all_outputs]
```
`./design.v`:
```
module BRIDGE (
  input clk,
  input rst_n,
  input in_valid,
  input direction,
  input [12:0] addr_dram,
  input [15:0] addr_sd,
  output reg out_valid,
  output reg [7:0] out_data,
  output reg AR_VALID,
  output reg [31:0] AR_ADDR,   
  input AR_READY,
  input R_VALID,
  output reg R_READY,
  input [63:0] R_DATA,
  input [1:0] R_RESP,
  output reg AW_VALID,
  output reg [31:0] AW_ADDR,   
  input AW_READY,
  output reg W_VALID,
  input W_READY,
  output reg [63:0] W_DATA,
  input B_VALID,
  output reg B_READY,
  input [1:0] B_RESP,
  input MISO,
  output reg MOSI
);
  parameter IDEL = 0, DtoS = 1, StoD = 2;
  reg [1:0] state;
  reg [31:0] addr_dram_reg;
  reg [31:0] addr_sd_reg;
  reg [63:0] data_reg;
  reg [6:0] SDcnt;
  reg [5:0] data_index;   
  reg [3:0] crc16_index;   
  reg inst_ok;
  reg [2:0] unit;
  reg [5:0] out_index;   
  wire [6:0] crc7 = CRC7(
    {4'b0101, state == DtoS, 2'b00, state == StoD, addr_sd_reg}
  );
  wire [15:0] crc16 = CRC16_XMODEM(data_reg);
  always @(posedge clk, negedge rst_n) begin
    if (!rst_n) unit <= 0;
    else begin
      if ((SDcnt == 74 && inst_ok == 1 && unit == 0) ||
          (SDcnt==73 && state==DtoS && crc16_index==0) ||
          (SDcnt == 75 && unit == 1 && MISO == 1))
        unit <= 0;
      else unit <= unit + 1;
    end
  end
  always @(posedge clk, negedge rst_n) begin
    if (!rst_n) state <= IDEL;
    else if (state == IDEL && in_valid) state <= direction == 0 ? DtoS : StoD;
    else if ((SDcnt == 75 && unit == 0 && MISO == 1) || (B_READY & B_VALID))
      state <= IDEL;
  end
  always @(posedge clk, negedge rst_n) begin
    if (!rst_n) addr_dram_reg <= 0;
    else if (state == IDEL && in_valid) addr_dram_reg <= {19'b0, addr_dram};
  end
  always @(posedge clk, negedge rst_n) begin
    if (!rst_n) addr_sd_reg <= 0;
    else if (state == IDEL && in_valid) addr_sd_reg <= {16'b0, addr_sd};
  end
  always @(posedge clk, negedge rst_n) begin
    if (!rst_n) AR_VALID <= 0;
    else if (AR_VALID & AR_READY) AR_VALID <= 0;
    else if (state == IDEL && in_valid && direction == 0) begin
      AR_VALID <= 1;
    end
  end
  always @(posedge clk, negedge rst_n) begin
    if (!rst_n) AR_ADDR <= 0;
    else if (AR_VALID & AR_READY) AR_ADDR <= 0;
    else if (state == IDEL && in_valid && direction == 0) begin
      AR_ADDR <= addr_dram;
    end
  end
  always @(posedge clk, negedge rst_n) begin
    if (!rst_n) R_READY <= 0;
    else if (R_READY & R_VALID) R_READY <= 0;
    else if (AR_VALID & AR_READY) begin
      R_READY <= 1;
    end
  end
  always @(posedge clk, negedge rst_n) begin
    if (!rst_n) data_reg <= 0;
    else if (R_READY & R_VALID) data_reg <= R_DATA;
    else if (SDcnt == 72 || SDcnt == 78) begin
      case (state)
        StoD: data_reg[data_index] <= MISO;
      endcase
    end
  end
  always @(posedge clk, negedge rst_n) begin
    if (!rst_n) AW_VALID <= 0;
    else if (AW_VALID == 1 && AW_READY == 1) AW_VALID <= 0;
    else if (state == StoD && SDcnt == 79 && crc16_index == 0) begin
      AW_VALID <= 1;
    end
  end
  always @(posedge clk, negedge rst_n) begin
    if (!rst_n) AW_ADDR <= 0;
    else if (AW_VALID == 1 && AW_READY == 1) AW_ADDR <= 0;
    else if (state == StoD && SDcnt == 79 && crc16_index == 0) begin
      AW_ADDR <= addr_dram_reg;
    end
  end
  always @(posedge clk, negedge rst_n) begin
    if (!rst_n) W_VALID <= 0;
    else if (W_VALID & W_READY) W_VALID <= 0;
    else if (AW_VALID & AW_READY) begin
      W_VALID <= 1;
    end
  end
  always @(posedge clk, negedge rst_n) begin
    if (!rst_n) W_DATA <= 0;
    else if (W_VALID & W_READY) W_DATA <= 0;
    else if (AW_VALID & AW_READY) begin
      W_DATA <= data_reg;
    end
  end
  always @(posedge clk, negedge rst_n) begin
    if (!rst_n) B_READY <= 0;
    else if (B_READY & B_VALID) B_READY <= 0;
    else if (AW_VALID & AW_READY) B_READY <= 1;
  end
  always @(posedge clk, negedge rst_n) begin
    if (!rst_n) begin
      MOSI <= 1;
      SDcnt <= 0;
      inst_ok <= 1;
    end else begin
      case (SDcnt)
        0: begin   
          if ((R_READY && R_VALID) || (state==IDEL && in_valid && direction == 1)) begin
            MOSI  <= 0;   
            SDcnt <= SDcnt + 1;
          end
          inst_ok <= 1;
        end
        1: begin
          MOSI  <= 1;   
          SDcnt <= SDcnt + 1;
        end
        2: begin   
          MOSI  <= 0;
          SDcnt <= SDcnt + 1;
        end
        3: begin   
          MOSI  <= 1;
          SDcnt <= SDcnt + 1;
        end
        4: begin   
          if (state == DtoS) MOSI <= 1;   
          else if (state == StoD) MOSI <= 0;   
          SDcnt <= SDcnt + 1;
        end
        5: begin   
          MOSI  <= 0;
          SDcnt <= SDcnt + 1;
        end
        6: begin   
          MOSI  <= 0;
          SDcnt <= SDcnt + 1;
        end
        7: begin   
          if (state == DtoS) MOSI <= 0;   
          else if (state == StoD) MOSI <= 1;   
          SDcnt <= SDcnt + 1;
        end
        8,9,10,11,12,13,14,15,16,17,18,19,20,21,22,23,
        24,25,26,27,28,29,30,31,32,33,34,35,36,37,38,39:
        begin  
          MOSI  <= addr_sd_reg[39-SDcnt];   
          SDcnt <= SDcnt + 1;
        end
        40, 41, 42, 43, 44, 45, 46: begin   
          MOSI  <= crc7[46-SDcnt];   
          SDcnt <= SDcnt + 1;
        end
        47: begin
          MOSI  <= 1;   
          SDcnt <= SDcnt + 1;
        end
        48: begin
          SDcnt <= SDcnt + 1;   
        end
        49, 50, 51, 52, 53, 54, 55, 56: begin   
          if (SDcnt != 56) begin   
            if (MISO == 1) inst_ok <= 0;
            SDcnt <= SDcnt + 1;
          end else begin   
            case (state)
              DtoS: begin
                SDcnt   <= (inst_ok && !MISO) ? SDcnt + 1 : 49;
                inst_ok <= 1;
              end
              StoD: begin
                SDcnt   <= (inst_ok && !MISO) ? 77 : 49;  
                inst_ok <= 1;
              end
            endcase
          end
        end
        57, 58, 59, 60, 61, 62, 63: begin   
          SDcnt   <= SDcnt + 1;
          inst_ok <= 1;
        end
        64, 65, 66, 67, 68, 69, 70, 71: begin   
          if (state == DtoS) begin   
            MOSI  <= SDcnt == 71 ? 0 : 1;   
            SDcnt <= SDcnt + 1;
          end else if (state == StoD) begin   
            if (SDcnt == 71) inst_ok <= 1;
            else if (MISO == 0) inst_ok <= 0;
            SDcnt <= (SDcnt == 71 && (!inst_ok | MISO)) ? 64 : SDcnt + 1;
          end
        end
        72: begin
          case (state)
            DtoS: MOSI <= data_reg[data_index];   
          endcase
          if (data_index == 0) begin
            SDcnt <= SDcnt + 1;   
          end
        end
        73: begin   
          case (state)
            DtoS: begin   
              MOSI <= crc16[crc16_index];
              SDcnt <= SDcnt + (crc16_index == 0);
              inst_ok <= 0;
            end
            StoD: begin   
              if (crc16_index == 0) SDcnt <= 0;   
            end
          endcase
        end
        74: begin   
          MOSI <= 1;
          inst_ok <= 1;
          if (inst_ok == 1 && unit == 0) SDcnt <= SDcnt + 1;
        end
        75: begin   
          if (unit == 0 && MISO == 1) begin   
            SDcnt <= SDcnt + 1;
          end
        end
        76: begin
          if (out_index == 0) SDcnt <= 0;   
        end
        77: begin
          if (MISO == 0) SDcnt <= SDcnt + 1;
        end
        78: begin
          if (data_index == 0) begin
            SDcnt   <= SDcnt + 1;
            inst_ok <= 1;
          end
        end
        79: begin   
          inst_ok <= 0;
          if (!inst_ok && crc16_index == 0) SDcnt <= SDcnt + 1;   
        end
        80: begin   
          if (B_VALID & B_READY) SDcnt <= SDcnt + 1;   
        end
        81: begin
          if (out_index == 0) SDcnt <= 0;   
        end
      endcase
    end
  end
  always @(posedge clk, negedge rst_n) begin
    if (!rst_n) out_data <= 0;
    else if (out_valid && out_index == 56) out_data <= 0;
    else if (
      (SDcnt == 75 && unit == 0 && MISO == 1) || 
      (SDcnt==76) || 
      (SDcnt == 80 && B_READY && B_VALID) || 
      (SDcnt==81))
      out_data <= data_reg[out_index+:8];
  end
  always @(posedge clk, negedge rst_n) begin
    if (!rst_n) out_valid <= 0;
    else if (out_valid && out_index == 56) out_valid <= 0;
    else if ((SDcnt == 75 && unit == 0 && MISO == 1) || (B_READY & B_VALID))
      out_valid <= 1;
  end
  always @(posedge clk, negedge rst_n) begin
    if (!rst_n) out_index <= 0;
    else if (
    (SDcnt == 75 && unit == 0 && MISO == 1) || 
    SDcnt == 76 ||
    (B_VALID & B_READY) ||
    (SDcnt==81))
      out_index <= out_index - 8;
    else out_index <= 56;
  end
  always @(posedge clk) begin
    if (SDcnt == 71 || SDcnt == 77) data_index <= 63;
    else data_index <= data_index - 1;
  end
  always @(posedge clk) begin
    if ((SDcnt == 72 || SDcnt == 78) && data_index == 0) crc16_index <= 15;
    else crc16_index <= crc16_index - 1;
  end
  function automatic [6:0] CRC7;   
    input [39:0] data;   
    reg [6:0] crc;
    integer i;
    reg data_in, data_out;
    parameter polynomial = 7'h9;   
    begin
      crc = 7'd0;
      for (i = 0; i < 40; i = i + 1) begin
        data_in = data[39-i];
        data_out = crc[6];
        crc = crc << 1;   
        if (data_in ^ data_out) begin
          crc = crc ^ polynomial;
        end
      end
      CRC7 = crc;
    end
  endfunction
  function automatic [15:0] CRC16_XMODEM;
    input [63:0] data;   
    reg [15:0] crc;
    integer i, j, index;
    reg out_bit;
    parameter polynomial = 16'h1021;   
    begin
      crc = 16'h0000;
      for (i = 0; i < 8; i = i + 1) begin   
        index = 63 - i * 8;   
        crc[15:8] = data[index-:8] ^ crc[15:8];
        for (j = 0; j < 8; j = j + 1) begin   
          out_bit = crc[15];
          crc = crc << 1;
          if (out_bit === 1'b1) crc = crc ^ polynomial;
        end
      end
      CRC16_XMODEM = crc;
    end
  endfunction
endmodule
```
==> impl_metrics.yaml <==
# generated from flow reports
outcome:
  status: "finished clean"
clock_network:
  cts_resized: 0
  post_cts_buffers: 0
  cts_tree: "done"
  cts.sinks: 225
  path_clk_slew_ns: 0.06
  cts_buffers: 25
  cts_buffer_depth: 3
  clk_latency_ns: 0.53
  root_buffer: "clkbuf_16"
  htreeDepth: 1
  cts_hold_buf: 0
hold_path:
  hold_path_class: "register to register"
  hold_path_startpoint: "data_index[0]"
  worstHoldPathCells: 1
  holdPathEnd: "data_index[0]"
synth:
  synth_cells: 1412
  adder_share: 0.01516
  synth_cell_types: 68
  synth_area_um2: 14860
  yosys.area_share.aoi: 0.1356
  ys_warn_count: 1
  synthArstFlopShare: 0.9556
  yosys_area_um2: 14860
  edf_count: 0
  synth_area_per_cell_um2: 10.52
  ys_sh_xor: 0.1946
  yosysSeqAreaShare: 0.3758
  muxShareOfSynthArea: 0.1141
  ys_cells: 1412
  simple_gate_share: 0.1116
  ff_type: "dfrtp_1"
  synth_flops: 225
  netlist_logic_family_top: "XOR/XNOR gates"
timing:
  whs_ns: 0.3815
  period_used_share: 0.6462
  period_minus_slack_ns: 4.588
  finalMaxSlewViolations: 0
  slew_headroom: 0.4446
  grt_setup_unrepaired: "no"
  setup_violations: 0
  worst_pin_slew_ns: 0.8300
  hold_viol: 0
  max_freq_mhz: 218.0
  finalSetupTns_ns: 0
  setup_slack_ns: 2.512
  fin_skew_ns: 0.01123
die:
  die_h_um: 174.4
  core_um2: 28940
  die_area_um2: 30410
  floorplan.core_util: 0.5136
  row_count: 62
  die_w_um: 174.4
  pin_count: 250
global_routing:
  antenna_found_initial: 3
  grt_pass1_wl_um: 70680
  grt_pass1_vias: 11290
  overflow: 0
  grt_max_degree: 81
  track_usage: 0.3272
routing:
  dr.pass1.iters: 5
  wl_per_cell_um: 23.46
  drc_errors: 0
  drt-total-wl_um: 46260
  drt_first_iter_violations: 874
  via_per_inst: 5.881
  vias: 11600
  ant_nets: 0
critical_path:
  ff2ff_path_depth: 12
  rr_startpoint: "data_reg[49]"
  critical_path_class: "register to register"
  worstReg2RegEnd: "MOSI"
  critPathCaptureType: "register"
  crit_start: "data_reg[49]"
  path_max_fanout: 7
  cp.required_ns: 7.57
  regToRegSetupSlack_ns: 2.51
  startpoint_type: "register"
  cp.arrival_ns: 5.05
placement:
  globalplace.congestion: 1.006
  dpl.hpwl_um: 33870
  placed_area_um2: 17090
  dp_slack_ns: 2.588
  io_buffers: 207
run:
  cap_violations: 0
  tool_warnings: 39
cells_and_area:
  synthToLayoutAreaGrowth_pct: 20.56
  drive_above_1_share: 0.1054
  final_area_um2: 17920
==> per-stage QoR <==
| step | utilization | instances |
|---|---|---|
| after CTS | 0.6189 | 1969 |
| after detailed placement | 0.5906 | 1927 |
| final | 0.6192 | 1972 |
| after floorplan | - | 1449 |
| after global routing | 0.6189 | 1969 |
| after global placement | 0.5906 | 1927 |
==> final cells by class <==
class	count	area [um^2]
Sequential cell	225	5584
Tap cell	384	480.5
Clock buffer	34	719.4
Clock inverter	8	100.1
Multi-Input combinational cell	1061	8666
Timing Repair Buffer	232	2265
Inverter	25	93.84
Fill cell	2331	11020
Antenna cell	3	7.507
==> critical path: stages, from the launching register on <==
cell	delay [ns]
dfrtp_1	0.65
xnor3_2	0.53
xnor2_2	0.22
xnor3_2	0.52
xnor3_2	0.44
xnor3_2	0.50
xor3_2	0.51
xor3_2	0.45
nand3_2	0.09
o21ai_1	0.06
o2bb2ai_1	0.13
a211oi_1	0.28
o21a_1	0.15
==> how the worst max path moves through the flow <==
stage      end  slack (ns)  cells after the start
6_report  MOSI        2.51                     12
5_1_grt   MOSI        2.37                     12
4_1_cts   MOSI        2.57                     12
==> cells in the mapped netlist, types with 3 or more instances <==
cell type / count / area [um^2]
a2111oi_0: 4 / 35.03
a211oi_1: 4 / 30.03
a21oi_1: 86 / 430.4
a22o_1: 78 / 683.2
a22oi_1: 40 / 300.3
a31oi_1: 11 / 68.82
and2_1: 10 / 62.56
and3_1: 4 / 25.02
buf_1: 6 / 22.52
buf_2: 9 / 45.04
buf_4: 41 / 307.8
clkbuf_1: 80 / 300.3
dfrtp_1: 212 / 5305
dfstp_2: 3 / 78.83
dfxtp_1: 10 / 200.2
ha_1: 18 / 225.2
inv_1: 25 / 93.84
mux2_2: 39 / 439.2
mux2i_1: 31 / 310.3
mux4_2: 42 / 945.9
nand2_1: 105 / 394.1
nand3_1: 55 / 275.3
nand4_1: 6 / 37.54
nor2_1: 145 / 544.3
nor2b_1: 6 / 37.54
nor3_1: 31 / 155.2
nor4_1: 5 / 31.28
o211ai_1: 5 / 37.54
o21a_1: 4 / 30.03
o21ai_0: 33 / 165.2
o21ai_1: 3 / 15.01
or3_1: 3 / 18.77
xnor2_1: 105 / 919.6
xnor2_2: 4 / 65.06
xnor3_1: 53 / 1194
xnor3_2: 4 / 95.09
xor2_1: 44 / 385.4
xor3_1: 7 / 166.4
==> metal layers <==
| metal | track usage | up-vias | part of all wire |
|---|---|---|---|
| met5 | 0 | - | 0 |
| met4 | 0.1009 | 0 | 0.041 |
| met3 | 0.1103 | 104 | 0.10 |
| met2 | 0.4839 | 580 | 0.45 |
| met1 | 0.4796 | 5595 | 0.41 |
| li1 | - | 5318 | - |
==> cell usage in the layout, fill, tap and decap left out, drive strengths merged, types with 26 or more instances in the layout <==
cell type / count
a21oi: 86
nor2: 145
conb: 38
xnor3: 57
xor2: 45
nand2: 105
mux2: 39
clkbuf: 34
nor3: 31
a22o: 78
xnor2: 109
buf: 26
inv: 26
clkdlybuf4s50: 206
mux4: 42
o21ai: 36
dfrtp: 212
a22oi: 40
mux2i: 31
nand3: 56
==> cells by family after synthesis <==
group | count (synthesis)
muxes | 112
and+or+nand+nor | 380
DFF | 225
AOI/OAI and AO/OA | 293
buffers and inverters | 163
other | 1
adders and majority gates | 18
xor gates and xnor gates | 220
